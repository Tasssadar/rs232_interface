<file path="./run.sh">
#!/bin/bash
# OpenROAD 26Q1-2900-gdf79404cd8, Yosys 0.63+post, stock flow scripts
make -C /OpenROAD-flow-scripts/flow DESIGN_CONFIG=/design/flow/config.mk WORK_HOME=/design/flow/orfs finish
</file>
<file path="./config.mk">
export PLATFORM = sky130hd
export DESIGN_NAME = rs232_interface_top
export DESIGN_NICKNAME = rs232_interface_top
export VERILOG_FILES = /design/flow/design.v
export SDC_FILE = /design/flow/constraint.sdc
export NUM_CORES = 4
export LEC_CHECK = 1
export CORE_UTILIZATION = 40
</file>
<file path="./constraint.sdc">
current_design rs232_interface_top

set clk_period 10.5
set clk_io_pct 0.2

create_clock -name clk0 -period $clk_period [get_ports {CLOCK_50}]

set non_clock_inputs [all_inputs -no_clocks]
set_input_delay [expr $clk_period * $clk_io_pct] -clock clk0 $non_clock_inputs
set_output_delay [expr $clk_period * $clk_io_pct] -clock clk0 [all_outputs]
</file>
<file path="./design.v">
module clkdiv(CLK, CLK_DIV);
	input CLK;
	output CLK_DIV;
	reg [31:0]counter;
	wire CLK_DIV;
	parameter divider = 32'd1;
	always @(posedge CLK)
	begin
		if(counter == 0)
			counter <= divider;
		else
			counter <= counter - 1;
	end
	assign CLK_DIV = (counter == 1);
endmodule
module hex_num(HPIN, VAL);
	localparam[6:0] H0 = 7'b0000001;
	localparam[6:0] H1 = 7'b1000000;
	localparam[6:0] H2 = 7'b0001000;
	localparam[6:0] V0 = 7'b0100000;
	localparam[6:0] V1 = 7'b0000010;
	localparam[6:0] V2 = 7'b0010000;
	localparam[6:0] V3 = 7'b0000100;
	output[6:0] HPIN;
	input[3:0] VAL;
	reg[6:0] disp_val;
	assign HPIN = ~disp_val;
	always @(VAL)
	begin
		case(VAL)
			4'd0: disp_val <= (H0 | H2 | V0 | V1 | V2 | V3);
			4'd1: disp_val <= (V1 | V3);
			4'd2: disp_val <= (H0 | H1 | H2 | V1 | V2);
			4'd3: disp_val <= (H0 | H1 | H2 | V1 | V3);
			4'd4: disp_val <= (H1 | V0 | V1 | V3);
			4'd5: disp_val <= (H0 | H1 | H2 | V0 | V3);
			4'd6: disp_val <= (H1 | H2 | V0 | V2 | V3);
			4'd7: disp_val <= (H0 | V1 | V3);
			4'd8: disp_val <= (H0 | H1 | H2 | V0 | V1 | V2 | V3);
			4'd9: disp_val <= (H0 | H1 | H2 | V0 | V1 | V3);
			4'd10: disp_val <= (H1);  
			default: disp_val <= 0;
		endcase
	end
endmodule
module rs232_interface_top(CLOCK_50, UART_TXD, UART_RXD, LEDG,LEDR, KEY, SW, HEX0, HEX1, HEX2, HEX3, HEX4, HEX5, HEX6, HEX7);
	localparam ST_WAITING = 0;
	localparam ST_SEND    = 1;
	localparam PKTST_START = 0;
	localparam PKTST_CMD   = 1;
	localparam PKTST_LEN   = 2;
	localparam PKTST_DATA  = 3;
	localparam[7:0] CMD_KEY = 0;
	localparam[7:0] CMD_SW = 1;
	localparam[7:0] CMD_LEDG = 2;
	localparam[7:0] CMD_LEDR = 3;
	localparam[7:0] CMD_SET_HEX = 4;
	input CLOCK_50;
	output UART_TXD;
	input UART_RXD;
	output[7:0] LEDG;
	output[17:0] LEDR;
	input [4:0] KEY;
	input [17:0] SW;
	output[6:0] HEX0;
	output[6:0] HEX1;
	output[6:0] HEX2;
	output[6:0] HEX3;
	output[6:0] HEX4;
	output[6:0] HEX5;
	output[6:0] HEX6;
	output[6:0] HEX7;
	reg[7:0] tx_out;
	wire tx_busy;
	reg tx_start;
	wire[7:0] rx_in;
	wire rx_recv;
	reg[1:0] state;
	reg[4:0] last_key;
	reg[17:0] last_sw;
	reg[7:0] ledg_vals;
	reg[17:0] ledr_vals;
	reg[55:0] hex_vals;
	reg[1:0] send_st;
	reg[7:0] send_cmd;
	reg[31:0] send_data;
	reg[7:0] send_len;
	reg[127:0] recv_buf;
	reg[5:0] recv_cnt;
	reg[1:0] recv_state;
	reg[7:0] recv_cur_cmd;
	reg[7:0] recv_cur_len;
	reg[7:0] recv_cur_read;
	reg[127:0] recv_cur_data;
	uart_tx tx(.CLK(CLOCK_50), .TX_START(tx_start), .TX_DATA(tx_out), .TX_BUSY(tx_busy), .TX_PIN(UART_TXD));
	uart_rx rx(.CLK(CLOCK_50), .RX_DATA(rx_in), .RX_RECV(rx_recv), .RX_PIN(UART_RXD));
	hex_num h0(HEX0, hex_vals[6:0]);
	hex_num h1(HEX1, hex_vals[13:7]);
	hex_num h2(HEX2, hex_vals[20:14]);
	hex_num h3(HEX3, hex_vals[27:21]);
	hex_num h4(HEX4, hex_vals[34:28]);
	hex_num h5(HEX5, hex_vals[41:35]);
	hex_num h6(HEX6, hex_vals[48:42]);
	hex_num h7(HEX7, hex_vals[55:49]);
	assign LEDG = ledg_vals;
	assign LEDR = ledr_vals;
	task start_send;
	input[7:0] cmd, len;
	input[31:0] data;
	begin
		send_len <= len;
		send_data <= data;
		send_cmd <= cmd;
		state <= ST_SEND;
	end
	endtask
	task handle_pkt;
	input[7:0] cmd, len;
	input[127:0] data;
	begin
		case(cmd)
		CMD_LEDG: ledg_vals <= data[7:0];
		CMD_LEDR: ledr_vals <= data[17:0];
		CMD_SET_HEX:
			case(data[15:8])
				0: hex_vals[6:0]   <= data[7:0];
				1: hex_vals[13:7]  <= data[7:0];
				2: hex_vals[20:14] <= data[7:0];
				3: hex_vals[27:21] <= data[7:0];
				4: hex_vals[34:28] <= data[7:0];
				5: hex_vals[41:35] <= data[7:0];
				6: hex_vals[48:42] <= data[7:0];
				7: hex_vals[55:49] <= data[7:0];
			endcase
		endcase
	end
	endtask
	task handle_recv_byte;
	begin
		case(recv_state)
		PKTST_CMD: recv_cur_cmd <= recv_buf[7:0];
		PKTST_LEN: recv_cur_len <= recv_buf[7:0];
		PKTST_DATA: begin
				recv_cur_data = (recv_cur_data << 8) | recv_buf[7:0];
				recv_cur_read <= recv_cur_read + 1;
			end
		endcase
		if(recv_state != PKTST_DATA && (recv_state != PKTST_START || recv_buf[7:0] == 8'hff))
			recv_state <= recv_state + 1;
		if(recv_state == PKTST_DATA && recv_cur_read+1 >= recv_cur_len) begin
			handle_pkt(recv_cur_cmd, recv_cur_len, recv_cur_data);
			recv_state <= PKTST_START;
			recv_cur_read <= 0;
			recv_cur_data <= 0;
		end
		recv_buf <= (recv_buf >> 8);
		recv_cnt <= recv_cnt - 1;
	end
	endtask
	always @(posedge CLOCK_50)
	begin
		if(!tx_busy && tx_start)
			tx_start <= 0;
		if(rx_recv) begin
			recv_buf <= (recv_buf << 8) | rx_in;
			recv_cnt <= recv_cnt + 1;
		end
		case(state)
		ST_WAITING:
			if(recv_cnt > 0) begin
				handle_recv_byte();              
			end else if(last_key != KEY) begin  
				start_send(CMD_KEY, 1, ~KEY);
				last_key <= KEY;
			end else if(last_sw != SW) begin    
				start_send(CMD_SW, 3, SW);
				last_sw <= SW;
			end
		ST_SEND:
			if(!tx_busy && !tx_start) begin
				case(send_st)
				PKTST_START: tx_out <= 8'hff;
				PKTST_CMD: tx_out <= send_cmd;
				PKTST_LEN: tx_out <= send_len;
				PKTST_DATA:
				begin
					tx_out <= send_data[7:0];
					send_data <= send_data >> 8;
					send_len = send_len - 1;
				end
				endcase
				tx_start <= 1;
				if(send_st >= PKTST_LEN && send_len == 0) begin
					send_st <= PKTST_START;
					state <= ST_WAITING;
				end else if(send_st != PKTST_DATA)
					send_st <= send_st + 1;
			end
		default:
			state <= ST_WAITING;
		endcase
	end
endmodule
module uart_rx(CLK, RX_DATA, RX_RECV, RX_PIN);
	localparam OVERSAMPLING = 16;
	localparam OVERSAMPLING_LOG = 4;  
	input CLK;
	input RX_PIN;
	output reg[7:0] RX_DATA;
	output reg RX_RECV;
	wire clk_oversample;
	reg[4:0] state;
	reg[2:0] filter;
	reg[31:0] counter;
	reg rx_filtered;
	reg[OVERSAMPLING_LOG-1:0] oversample_cnt = 0;
	wire sample = clk_oversample && (oversample_cnt == OVERSAMPLING-1);
	clkdiv oversample_div(.CLK(CLK), .CLK_DIV(clk_oversample));
	defparam oversample_div.divider = 32'd27;  
	always @(posedge CLK)
	begin
		if(clk_oversample) begin
			if(RX_PIN && filter != 3'b111)
				filter <= filter + 3'b1;
			else if(!RX_PIN && filter != 3'b00)
				filter <= filter - 3'b1;
			if(filter == 3'b111)
				rx_filtered <= 1;
			else if(filter == 3'b000)
				rx_filtered <= 0;
			oversample_cnt <= state == 0 ? 0 : oversample_cnt + 1;
		end
	end
	always @(posedge CLK)
	begin
		if(counter < 32'd2000000)
			counter <= counter +1;
		else if(state == 5'b00000 && rx_filtered == 0)
			state <= 5'b01000;
		else if(sample) begin
			if(state < 5'b10000)
				state <= state + 1;
			else
				state <= 5'b00000;
			if(state[3])
				RX_DATA <= { rx_filtered, RX_DATA[7:1]};
		end
		RX_RECV <= (sample && state == 5'b10000 && rx_filtered);
	end
endmodule
module uart_tx(CLK, TX_START, TX_DATA, TX_BUSY, TX_PIN);
	input CLK;
	input TX_START;
	input[7:0] TX_DATA;
	output TX_PIN;
	output TX_BUSY;
	reg[3:0] state;
	reg[7:0] tx_buf;
	wire tx_ready;
	assign tx_ready = (state == 0);
	assign TX_BUSY = ~tx_ready;
	wire uart_clk;
	clkdiv uart_div(.CLK(CLK), .CLK_DIV(uart_clk));
	defparam uart_div.divider = 32'd434;  
	always @(posedge CLK) begin
		if(tx_ready && TX_START) begin
			tx_buf <= TX_DATA;  
			state <= 4'b0110;
		end else if(uart_clk && state >= 4'b0110) begin
			if(state[3] & uart_clk)
				tx_buf <= (tx_buf >> 1);  
			state <= state + 1;
		end
	end
	assign TX_PIN = (state <= 4'b10 | state == 4'b0110) | (state[3] & tx_buf[0]);
endmodule
</file>
==> flow_metrics.py <==
# Flow results
metrics = {
    "synthesis": {
        "synth_top_flop_cell": "dfxtp_1",
        "synthArstFlopShare_pct": 0,
        "synth-edff-count": 226,
        "ys_chip_area_mm2": 0.0225,
        "syn_area_mm2": 0.0225,
        "ys_cells": 2113,
        "top_cell_area_share_pct": 30.1,
        "top_area_cell": "edfxtp_1",
        "ys_ff": 486,
        "yosys.cell_types.count": 69,
        "synth_seq_share_pct": 53.2,
        "synthCells": 2113,
        "ys_warn_count": 14,
        "top_cells_by_area": "edfxtp_1 (30%), dfxtp_1 (23%), mux2i_1 (7.5%)",
        "avgSynthCellArea_um2": 10.7,
    },
    "final_timing": {
        "drv_slew": 0,
        "max_freq_mhz": 225,
        "setup_violations": 0,
        "hold_viol": 0,
        "finalClockPeriodUsage_pct": 42.4,
        "worstMarginPinSlew_ps": 936,
        "skew_ps": 16.6,
        "tns_ps": 0,
        "fin_crit_ps": 4450,
        "relSlewSlack_pct": 37.1,
        "rsz0062_at_grt": "no",
    },
    "setup_path": {
        "path_class": "register to register",
        "critPathSlowestCell": "nor3_2",
        "path_common_cell": "and3_1",
        "worstPathMaxFanout": 31,
        "critical-path-max-stage-delay_ps": 610,
        "worstSetupStartpointType": "register",
        "path_cells": "and3_1 > and3_1 > nand3_1 > xnor2_1 > ha_1 > and3_1 > o2111ai_1 > o211a_2 > buf_4 > nor3_2 > mux2i_1 > inv_1 > ha_1 > and3_1 > o32ai_1",
        "worstPathRequired_ps": 11000,
        "crit_path_end_kind": "register",
        "worstPathArrival_ps": 4950,
    },
    "global_routing": {
        "grt_max_degree": 219,
        "grt.met3_usage_pct": 3.84,
        "grt_pass1_vias": 14162,
        "antenna_found_initial": 1,
        "grt-ovfl-total": 0,
        "grt.total_usage_pct": 15.6,
        "grtUsageMet2_pct": 23.5,
        "grt_util_met1_pct": 23.8,
        "grt_first_pass_wirelength_mm": 70.3,
        "grt-busiest-layer": "met1",
    },
    "route": {
        "vias": 15107,
        "wirelength_mm": 42.3,
        "wl_per_cell_um": 14.1,
        "ant_nets": 0,
        "viasPerCell": 5.04,
        "firstDrtPassIters": 5,
        "drc_errors": 0,
        "drt-initial-drc-count": 885,
        "n_antenna_cell": 0,
    },
    "die": {
        "core_area_mm2": 0.0554,
        "fp.dieH_um": 239,
        "chipArea_mm2": 0.0573,
        "boundaryPins": 108,
        "rows": 86,
        "die_w_um": 239,
        "initCoreUtil_pct": 40.7,
    },
    "power": {
        "p_sw_uw": 831,
        "p_seq_share_pct": 49.3,
        "comb_power_share_pct": 2.2,
        "p_per_area_mw_per_mm2": 156,
        "internal_power_mw": 3.26,
        "pwr-share-clk_pct": 48.5,
        "p_sw_share_pct": 20.3,
        "vdd_drop_max_mv": 0.115,
        "power_leakage_nw": 9.50,
    },
    "hold_path": {
        "worstHoldPathType": "register to register",
    },
    "flow_run": {
        "warnings": 75,
        "drv_cap": 0,
    },
    "place": {
        "placed_cell_area_mm2": 0.0244,
        "numPortBuffers": 107,
        "place_congestion": 0.896,
        "hpwl_mm": 27.3,
    },
    "clock_tree": {
        "cts_resized": 0,
        "cts_sinks": 486,
        "cts_made_buffers": 54,
        "clk_latency_ps": 600,
        "root_buffer": "clkbuf_16",
        "clockBufferDepth": 3,
        "htreeDepth": 2,
        "cts_hold_buffers": 0,
        "postCtsSetupRepairBufs": 0,
        "cts_tree": "built",
        "path_clk_slew_ps": 60,
    },
    "run_status": {
        "outcome": "complete, no violations",
    },
    "finish": {
        "synthToLayoutAreaGrowth_pct": 16.7,
        "n_fill_cell": 4808,
        "fin_area_mm2": 0.0263,
        "drive_above_1_share_pct": 8.31,
    },
}
==> placed cells by master (no fill, tap or decap), types with 7 or more instances in the layout <==
master / n
dfxtp_1: 259
mux2_4: 9
nor3_1: 65
clkdlybuf4s50_1: 107
and2_1: 13
a21o_1: 7
mux2_2: 33
ha_1: 74
nor2b_1: 11
nand2b_1: 23
a221o_1: 7
xnor2_1: 81
o21ai_0: 163
o211ai_1: 8
edfxtp_1: 226
bufinv_16: 8
clkbuf_1: 8
or3_1: 24
nand2_1: 205
o21a_1: 28
clkinv_1: 10
mux2i_1: 169
a21oi_1: 57
nand3_1: 37
nor2_1: 126
and3_1: 30
clkbuf_16: 58
o32ai_1: 30
or4_1: 15
nand4_1: 16
xor2_1: 45
nor4_1: 20
inv_1: 128
clkinv_2: 13
buf_4: 20
==> per-stage QoR <==
stage               util [%]  hold slack (ps)  worst slack, ps  total power, mW  cells
floorplan                  -              394             5770             2.12   2113
global placement        44.0              407             5790             2.15   2897
detailed placement      44.0              414             5710             2.15   2897
CTS                     47.5              436             6070             4.15   2999
global route            47.5              461             5750             4.24   2999
finish                  47.5              429             6050             4.09   2999
==> Yosys cell counts, types with 13 or more instances <==
cell type and instances:
a21oi_1 58, and2_1 13, and3_1 30, clkbuf_1 76, dfxtp_1 260, edfxtp_1 226
ha_1 74, inv_1 129, mux2_2 33, mux2i_1 170, nand2_1 205, nand2b_1 23
nand3_1 37, nand4_1 16, nor2_1 126, nor3_1 68, nor4_1 22, o21a_1 28
o21ai_0 164, o32ai_1 30, or3_1 24, or4_1 15, xnor2_1 81, xor2_1 45
==> per-layer routing <==
layer | vias up | wire [µm] | part of all wire (%)
met5 | - | 13 | 0.031
met4 | 2 | 954 | 2.3
met3 | 75 | 2260 | 5.3
met2 | 262 | 18900 | 45
met1 | 7063 | 20200 | 48
li1 | 7705 | - | -
==> power groups by stage <==
stage / sequential, mW / combinational [mW] / clock (mW)
CTS: 2.02 / 0.0927 / 2.04
global route: 2.02 / 0.102 / 2.12
finish: 2.02 / 0.0912 / 1.98
==> registers in the layout, summed over array words and instances, names as in the netlist, 18 cells and up <==
| name | flops |
|---|---|
| recv_buf | 128 |
| rx.counter | 32 |
| rx.oversample_div.counter | 32 |
| tx.uart_div.counter | 32 |
| send_data | 20 |
| last_sw | 18 |
| ledr_vals | 18 |
| recv_cur_data | 18 |
==> kinds of logic after synthesis <==
family                     count (synthesis)  synth area share (%)
xor gates and xnor gates                 126                  4.90
DFF                                      486                  53.2
and+or+nand+nor                          629                  13.9
adders and majority gates                 75                  4.20
buffers and inverters                    226                  3.97
AOI/OAI and AO/OA                        355                  9.79
muxes                                    216                  10.0
==> path summary, 6_finish.rpt <==
kind	startpoint	end	slack, ps	depth (start not counted)
setup / recovery	recv_cur_read[2]	h4.disp_val[0]	6050	15
hold reg to reg	rx.oversample_div.counter[0]	rx.oversample_div.counter[0]	430	1
setup reg to reg	recv_cur_read[2]	h4.disp_val[0]	6050	15
hold / removal	rx.oversample_div.counter[0]	rx.oversample_div.counter[0]	430	1
==> layout make-up <==
cell class | count | area [µm²] | area share, %
clock buffer | 70 | 1540 | 5.84
clock inverter | 32 | 364 | 1.38
inverter | 133 | 504 | 1.92
multi-input combinational | 1401 | 9710 | 36.9
sequential | 486 | 12000 | 45.6
tap | 748 | 936 | 3.56
timing repair buffer | 129 | 1260 | 4.79
==> worst max-delay path, delay by kind of cell (launching register included) <==
family,cells,cell delay [ps]
simple gates,6,1490
fa+ha+maj,2,520
compound gates,3,850
flops,1,390
buf+inv,2,450
mux,1,490
xor+xnor,1,160
Power and IR drop assume default switching activity.
